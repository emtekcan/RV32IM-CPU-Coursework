==> design/flow/design.v <==
module ALU #(parameter DATA_WIDTH=32)(
    input logic [DATA_WIDTH-1:0] op1, 
    input logic [DATA_WIDTH-1:0] op2,
    input logic [3:0] ctrl,
    output logic [DATA_WIDTH-1:0] sum,
    output logic Zero
);
always_comb begin
    case (ctrl[2:0])
        3'b000: sum = !ctrl[3] ?  (op1 + op2) : (op1 - op2);
        3'b001: sum = op1 << op2[4:0];
        3'b010: sum = {{31'b0}, {($signed(op1) < $signed(op2))}}; 
        3'b011: sum =  {{31'b0}, {(op1 < op2)}};  
        3'b100: sum = op1 ^ op2;
        3'b101: sum = !ctrl[3] ? (op1 >> op2[4:0]) : (op1 >>> op2[4:0]);
        3'b110: sum = op1 | op2;
        3'b111: sum = !ctrl[3] ? (op1 & op2) : op2;  
    endcase
    case (ctrl[2:0])
        3'b000: Zero = (op1 == op2);
        3'b001: Zero = (op1 != op2);
        3'b100: Zero = ($signed(op1) < $signed(op2));
        3'b101: Zero = ($signed(op1) >= $signed(op2));
        3'b110: Zero = (op1 < op2);
        3'b111: Zero = (op1 >= op2);
        default: Zero = 0;
    endcase
end
endmodule
==> design/flow/run.sh <==
#!/bin/bash
# OpenROAD 26Q1-2900-gdf79404cd8, Yosys 0.63+post, stock flow scripts
make -C /OpenROAD-flow-scripts/flow DESIGN_CONFIG=/design/flow/config.mk WORK_HOME=/design/flow/orfs finish
==> design/flow/config.mk <==
export PLATFORM = sky130hd
export DESIGN_NAME = ALU
export DESIGN_NICKNAME = ALU
export VERILOG_FILES = /design/flow/design.v
export SDC_FILE = /design/flow/constraint.sdc
export NUM_CORES = 4
export LEC_CHECK = 1
export CORE_UTILIZATION = 40
==> design/flow/constraint.sdc <==
current_design ALU

set clk_period 15.5
set clk_io_pct 0.2

create_clock -name clk0 -period $clk_period

set non_clock_inputs [all_inputs -no_clocks]
set_input_delay [expr $clk_period * $clk_io_pct] -clock clk0 $non_clock_inputs
set_output_delay [expr $clk_period * $clk_io_pct] -clock clk0 [all_outputs]
==> notes.md <==
impl run done, here's what came out: layout overhead on the synthesized area=12.98%, core area=20430 sq um, Seq/Total Area, Yosys=0, kind of critical path=in -> out, seq_cells=0, Placer Congestion=1.016, vias in the first global route=9255, Die Footprint=21570 sq um, Slew Viols, Final=0, Leak=3.989 nW, HP Class=in -> out, worst ir drop on vdd=19.57 uV, Cells after Synth=1294, status=finished, final reports clean, yosys cell count=between 1000 and 1500, drt via density=around 6.5, overall power=0.3776 mW, total gr overflow=0, fp util=0.4110, Critical Path AT=roughly 7.9 ns, Max Cap Viol=0, Avg Inst Size Synth=6.488 sq um, first-pass GRT wire length=58350 um, Avg WL per Cell=around 25 um, DR iter-0 viols=between 1000 and 1500, post-CTS setup buffer count=0, CP Launch Type=primary input, Die Span Y=146.9 um, Tmin final=11.03 ns, post_cts resized=0, All-Layer GR Usage=0.3629, PD cells=39.81 nW/um^2, residual DRC count=0, Ys Warns=1, relative slew slack=0.4132, Final Cycle Share=0.7113, DIE WIDTH=between 100 and 150 um, uppermost layer routed=met4, CP required=12.40 ns, largest net degree at the start of global routing=70, Routed met3 length=3890 um, maximum clock frequency=0.09070 GHz, final setup violating endpoints=0, wire length on met2=16790 um, DRT met1 WL=17990 um, Post-Route WL=between 30000 and 40000 um, CP Capture Type=primary output, IO Count=101, register area=0 sq um, TNS Setup=0 ns, initial antenna violation count=0, number of detailed-route iterations in the first pass=8, port bufs=slightly above 100, endpoints failing hold=0, ANT nets after route=0, Yosys chip area=8396 sq um, filler instances=2243, post-synthesis cell area=8396 sq um, worst-margin pin slew=around 0.87 ns, CP max FO=59, quantity of hold-fixing buffers added after cts=0, Synth cell types=73, share of layout cells above drive strength 1=0.07897, Vias=10260, diode count=0, Row Count=52, HPWL Detailed=roughly 31000 um, RSZ-0062 raised after global routing=no, Log Warnings=97, number of clock buffers in the layout=0
==> cells in the mapped netlist (4+ instances only) <==
library cell / instances / area [sq um]
a2111oi_0: 4 / 35.03
a211o_1: 11 / 96.34
a211oi_1: 18 / 135.1
a21o_1: 16 / 120.1
a21oi_1: 114 / 570.6
a221oi_1: 10 / 87.58
a222oi_1: 12 / 120.1
a22o_1: 7 / 61.31
a22oi_1: 4 / 30.03
a31oi_1: 12 / 75.07
and3_1: 5 / 31.28
buf_1: 23 / 86.33
buf_2: 8 / 40.04
clkbuf_1: 64 / 240.2
ha_1: 97 / 1214
inv_1: 95 / 356.6
inv_2: 6 / 22.52
mux2_2: 40 / 450.4
mux2i_1: 51 / 510.5
mux4_2: 21 / 473.0
nand2_1: 132 / 495.5
nand2b_1: 22 / 137.6
nand3_1: 18 / 90.09
nand4_1: 7 / 43.79
nor2_1: 123 / 461.7
nor2b_1: 8 / 50.05
nor3_1: 29 / 145.1
nor4_1: 6 / 37.54
o211ai_1: 26 / 195.2
o21a_1: 4 / 30.03
o21ai_0: 150 / 750.7
o21ai_1: 13 / 65.06
o21bai_1: 8 / 60.06
o221ai_1: 8 / 70.07
o22ai_1: 17 / 106.4
o311ai_1: 4 / 35.03
o31ai_1: 9 / 67.56
or2_2: 4 / 25.02
or3_1: 9 / 56.30
xnor2_1: 27 / 236.5
==> stage by stage <==
step / util / hold WS [ns] / instances / instance area [sq um] / setup WS, ns
after global placement: 0.4643 / 7.075 / 1587 / 9485 / 4.727
final: 0.4643 / 7.077 / 1587 / 9485 / 4.474
after floorplan: - / 6.402 / 1294 / 8396 / 6.228
after global routing: 0.4643 / 7.163 / 1587 / 9485 / 4.329
after detailed placement: 0.4643 / 7.076 / 1587 / 9485 / 4.607
after CTS: 0.4643 / 7.078 / 1587 / 9485 / 4.602
==> area by class of cell <==
class / count / area (sq um) / share of cell area
multi-input cells: 1094 / 7636 / 0.8050
well taps: 270 / 337.8 / 0.03562
inverters: 104 / 390.4 / 0.04116
repair buffers: 119 / 1121 / 0.1182
==> layout by cell type, fill, tap and decap left out, types with 7 or more instances in the layout <==
cell             Yosys  final
a211o_1             11     11
a211oi_1            18     18
a21o_1              16     16
a21oi_1            114    114
a221oi_1            10     10
a222oi_1            12     12
a22o_1               7      7
a31oi_1             12     12
buf_4                1     20
clkdlybuf4s50_1      0     95
ha_1                97     97
inv_1               95     95
mux2_2              40     40
mux2i_1             51     51
mux4_2              21     21
nand2_1            132    132
nand2b_1            22     22
nand3_1             18     18
nand4_1              7      7
nor2_1             123    123
nor2b_1              8      8
nor3_1              29     28
o211ai_1            26     26
o21ai_0            150    150
o21ai_1             13     13
o21bai_1             8      8
o221ai_1             8      8
o22ai_1             17     17
o31ai_1              9      9
or3_1                9      9
xnor2_1             27     27
==> critical path, stage by stage <==
cell             delay (ns)
buf_2                  0.08
buf_4                  0.46
inv_2                  0.48
ha_1                   0.54
nor2b_1                0.19
o211ai_1               0.32
a21oi_2                0.13
nor4b_1                0.60
o21ai_1                0.24
a2111oi_0              0.80
a221oi_1               0.20
xnor2_1                0.17
o21ai_1                0.12
clkdlybuf4s50_1        0.47
==> cell families (layout without fill, tap and decap cells) <==
logic type | after synthesis | count (layout) | share of synthesized area
adders and majority gates | 99 | 99 | 0.1493
AOI/OAI and AO/OA | 475 | 475 | 0.3551
muxes | 113 | 113 | 0.1726
and+or+nand+nor | 378 | 378 | 0.2016
xor gates and xnor gates | 29 | 29 | 0.03025
buffers and inverters | 200 | 223 | 0.09106
==> path summary, 6_finish.rpt <==
check / slack [ns] / startpoint / endpoint / cells after the start
max: 4.47 / op2[2] / sum[28] / 14
min: 7.08 / ctrl[0] / Zero / 6
==> layer usage <==
metal  vias up  global-route usage
li1       4783                   -
met1      4922              0.5644
met2       511              0.5348
met3        40             0.06783
met4         0             0.03646
met5         -                   0
==> report_power, final <==
| part | switching (mW) | total, mW | internal [mW] |
|---|---|---|---|
| Clock | 0 | 0 | 0 |
| Sequential | 0 | 0 | 0 |
| Combinational | 0.231 | 0.378 | 0.147 |
Power and IR drop assume default switching activity.
