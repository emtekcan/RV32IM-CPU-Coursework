==> flow/design.v <==
module ControlUnit #(
    parameter DATA_WIDTH=32
)(
    input logic[DATA_WIDTH-1:0] Instr,
    output logic [1:0] PCSel,
    output logic [1:0] ResultSel,
    output logic MemWrite,
    output logic [3:0] ALUCtrl,
    output logic ALUSel,
    output logic [2:0] ImmSel,
    output logic RegWrite,
    output logic Branch,
    output logic [2:0] MemCtrl,
    output logic Mul
); 
logic [6:0] op = Instr[6:0];
logic [2:0] funct3 = Instr[14:12];
logic [6:0] funct7 = Instr[31:25];
assign MemCtrl = funct3;
always_latch
    casez (op)
        7'b0?00011: begin              
            RegWrite = !op[5];
            ResultSel = {1'b0, !op[5]};  
            MemWrite = op[5];            
            PCSel = 2'b00;
            ALUSel = 1;
            ImmSel = {2'b0, op[5]}; 
            ALUCtrl = 4'b0000; 
            Branch=0;     
            Mul=0;  
        end
        7'b0?10011: begin
            Mul=funct7[0]&op[5];
            ALUSel=!op[5]; 
            ALUCtrl = {(( funct3==3'b101 | ((funct3==3'b000)&(op[5])) )&funct7[5]),funct3};
            RegWrite=1;
            ImmSel=3'b000;
            PCSel=2'b00;
            MemWrite = 0;
            ResultSel=0;
            Branch=0;
        end
        7'b1100011: begin
            RegWrite = 0;
            ResultSel = 0;
            MemWrite = 0;
            PCSel = {2'b00};
            ALUSel = 0;
            ImmSel = 3'b010;
            ALUCtrl={1'b0,funct3};
            Branch=1;
            Mul=0; 
        end
        7'b0?10111: begin
            RegWrite = 1;
            ResultSel = {!op[5], 1'b0}; 
            MemWrite = 0;
            PCSel = 2'b00; 
            ALUSel = 1;
            ImmSel = 3'b011;
            ALUCtrl=4'b1111; 
            Branch=0;
            Mul=0; 
        end
        7'b110?111: begin 
            PCSel = op[3] ? 2'b01 : 2'b10 ;  
            ImmSel = op[3] ? 3'b100 : 3'b000 ;
            ALUCtrl = 4'b0010;
            MemWrite = 0;
            RegWrite = 1;
            ResultSel = 2'b11;  
            Branch=0;
            Mul=0; 
        end
        default: begin    
            RegWrite = 0;
            ResultSel = 0;  
            MemWrite = 0;            
            PCSel = 0;
            ALUSel = 0;
            ImmSel = 0; 
            ALUCtrl = 0; 
            Branch=0;   
            Mul=0; 
        end
    endcase
endmodule
module Decode #(
    parameter DATA_WIDTH=32,ROM_WIDTH=12,RF_WIDTH=5
)(
    input logic clk, 
    input logic [DATA_WIDTH-1:0] instrD,
    input logic [ROM_WIDTH-1:0] pcD,
    input logic [DATA_WIDTH-1:0] regDin3W,
    input logic [RF_WIDTH-1:0] regAddr3W, 
    input logic regWriteW,
    input logic flushE,
    input logic stallE,
    output logic regWriteE,
    output logic [1:0] resultSelE,
    output logic memWriteE,
    output logic [1:0] _pcSelE,
    output logic [3:0] aluCtrlE,
    output logic aluSelE,
    output logic [DATA_WIDTH-1:0] dout1E,
    output logic [DATA_WIDTH-1:0] dout2E,
    output logic [ROM_WIDTH-1:0] pcE,
    output logic [RF_WIDTH-1:0] regAddr3E,
    output logic [DATA_WIDTH-1:0] immExtE,
    output logic branchE,
    output logic [2:0] memCtrlE,
    output logic isMulE,
    output logic [DATA_WIDTH-1:0] a0
);
 logic regWriteD;
 logic [1:0] resultSelD;
 logic memWriteD;
 logic [1:0] _pcSelD;
 logic [3:0] aluCtrlD;
 logic aluSelD;
logic [2:0] memCtrlD;
 logic [DATA_WIDTH-1:0] dout1D;
 logic [DATA_WIDTH-1:0] dout2D;
 logic [RF_WIDTH-1:0] regAddr3D;
 logic [DATA_WIDTH-1:0] immExtD;
 logic branchD;
 logic [2:0] immSel;
 logic isMulD;
assign regAddr3D=instrD[11:7];
ControlUnit controlUnit(
    .Instr(instrD),
    .PCSel(_pcSelD),
    .ResultSel(resultSelD),
    .MemWrite(memWriteD),
    .ALUCtrl(aluCtrlD),
    .ALUSel(aluSelD),
    .ImmSel(immSel),
    .RegWrite(regWriteD),
    .Branch(branchD),
    .MemCtrl(memCtrlD),
    .Mul(isMulD)
    );
RegFile #(RF_WIDTH,DATA_WIDTH) regFile(
    .clk(clk),
    .addr1(instrD[19:15]),
    .addr2(instrD[24:20]),
    .addr3(regAddr3W),
    .we3(regWriteW),
    .din3(regDin3W),
    .dout1(dout1D),
    .dout2(dout2D),
    .a0(a0)
);
Extend extend(
    .ImmSel(immSel),
    .Instr(instrD),
    .ImmExt(immExtD)
);
always_ff @(posedge clk) begin
    if(!stallE)begin
        if(flushE)begin
            regWriteE<=0;
            resultSelE<=0;
            memWriteE<=0;
            _pcSelE<=0;
            aluCtrlE<=0;
            aluSelE<=0;
            dout1E<=0;
            dout2E<=0;
            pcE<=0;
            regAddr3E<=0;
            branchE<=0;
            immExtE<=0;
            memCtrlE<=0;
            isMulE<=0;
        end
        else begin
            regWriteE<=regWriteD;
            resultSelE<=resultSelD;
            memWriteE<=memWriteD;
            _pcSelE<=_pcSelD;
            aluCtrlE<=aluCtrlD;
            aluSelE<=aluSelD;
            dout1E<=dout1D;
            dout2E<=dout2D;
            pcE<=pcD;
            regAddr3E<=regAddr3D;
            branchE<=branchD;
            immExtE<=immExtD;
            memCtrlE<=memCtrlD;
            isMulE<=isMulD;
        end
    end
end
endmodule
module Extend #(parameter INSTR_WIDTH = 32)(
    input logic [INSTR_WIDTH-1:0] Instr,
    input logic [2:0] ImmSel,
    output logic [INSTR_WIDTH-1:0] ImmExt 
);
always_comb 
    case (ImmSel)
        3'b000 : ImmExt={{20{Instr[31]}},Instr[31:20]}; 
        3'b001 : ImmExt={{20{Instr[31]}},Instr[31:25],Instr[11:7]};
        3'b010 : ImmExt={{20{Instr[31]}},Instr[7],Instr[30:25],Instr[11:8],1'b0};
        3'b011 : ImmExt={{Instr[31:12]},12'b0};
        3'b100 : ImmExt={{12{Instr[31]}},Instr[19:12],Instr[20],Instr[30:21],1'b0};
        default: ImmExt={{20{Instr[31]}},Instr[31:20]};
    endcase
endmodule
module RegFile #(
    parameter RF_WIDTH=5,
              DATA_WIDTH=32
)(
    input logic clk, 
    input logic we3,
    input logic[RF_WIDTH-1:0] addr1,
    input logic[RF_WIDTH-1:0] addr2, 
    input logic[RF_WIDTH-1:0] addr3,
    input logic [DATA_WIDTH-1:0] din3,
    output logic[DATA_WIDTH-1:0] dout1, 
    output logic[DATA_WIDTH-1:0] dout2,
    output logic [DATA_WIDTH-1:0] a0
);
logic [DATA_WIDTH-1:0] regArray [2**RF_WIDTH-1:0];
always_ff @(negedge clk) begin
    if(we3&(addr3!=0))begin
        regArray[addr3]<=din3;
    end
end
always_comb begin 
    dout1=regArray[addr1];
    dout2=regArray[addr2];
    a0=regArray[10]; 
end
endmodule
==> flow/run.sh <==
#!/bin/bash
# OpenROAD 26Q1-2900-gdf79404cd8, Yosys 0.63+post, stock flow scripts
make -C /OpenROAD-flow-scripts/flow DESIGN_CONFIG=/design/flow/config.mk WORK_HOME=/design/flow/orfs finish
==> flow/config.mk <==
export PLATFORM = sky130hd
export DESIGN_NAME = Decode
export DESIGN_NICKNAME = Decode
export VERILOG_FILES = /design/flow/design.v
export SDC_FILE = /design/flow/constraint.sdc
export NUM_CORES = 4
export LEC_CHECK = 1
export CORE_UTILIZATION = 30
export SYNTH_HDL_FRONTEND = slang
==> flow/constraint.sdc <==
current_design Decode

set clk_period 5.1
set clk_io_pct 0.2

create_clock -name clk0 -period $clk_period [get_ports {clk}]

set non_clock_inputs [all_inputs -no_clocks]
set_input_delay [expr $clk_period * $clk_io_pct] -clock clk0 $non_clock_inputs
set_output_delay [expr $clk_period * $clk_io_pct] -clock clk0 [all_outputs]
==> results_slide.txt <==
Key Metrics from the Run

Worst setup path
  • Flop-to-flop setup slack: 0.49 ns
  • CP Data Arrival Time: 4.02 ns
  • WP depth: 1
  • Crit Reg-Reg Startpoint: regFile.regArray[10][2]
  • Setup CP Type: flip-flop to primary output
  • Worst-path fanout max: 2
  • Worst path max stage delay: 0.50 ns
  • CP max-delay cell: edfxtp_1
  • Cell family with most CP delay: flip-flops
  • Crit path cell chain: clkdlybuf4s15_1
  • Crit start category: flip-flop
  • CP endpoint kind: primary output
  • Worst reg-to-reg path cell count: 6
  • Crit path DRT: 4.08 ns
  • Buf+Inv Stages, Crit Path: 1
  • Setup crit start: regFile.regArray[10][14]

Min path
  • Tightest Hold Check Type: input port to flip-flop
  • Worst Min Path Start: instrD[22]
  • Cells on Worst Hold Path: 2

Floorplanning
  • Pre-Place Util: 30.3%
  • Row cnt: 150
  • Total die area: 0.170 mm2
  • Die height: 413 um
  • Top-level port count: 246
  • Core area: 0.167 mm2
  • Die x size: 413 um

Logic synthesis
  • Main flop type: edfxtp_1
  • Yosys chip area: 0.0506 mm2
  • Cells in synth_stat.txt: 2,378
  • Synthesized area per cell: 21.3 um2
  • Post-synth EDFFs: 1,117
  • Synthesized flop and latch total: 1,117
  • Synth Warn #: 12
  • Top-area cell share: 66.2%
  • Syn Inst Count: 2,378
  • Synth cell types: 35
  • Most frequent cells after synthesis: 1,117 x edfxtp_1, 506 x mux4_2, 119 x o22ai_1
  • Post-synth top area cell: edfxtp_1
  • Async S/R FF share, synth: 0%
  • Top cells, area: edfxtp_1 66%, mux4_2 23%, mux2i_1 1.6%
  • Post-synthesis instance area: 0.0506 mm2
  • Count leader, synth: edfxtp_1
  • Seq share, synth: 66.2%

Global routing
  • Total grt overflow: 0
  • Largest net degree at the start of global routing: 93
  • Total track usage: 19.5%
  • Vias in the first global route: 35.0k
  • Initial antenna violation count: 5
  • Global-route wire length before repair: 222 mm

Place
  • DP Worst Slack: -0.627 ns
  • Placer Congestion: 0.911
  • Port Buf Inserts: 219
  • Dpl cells: 4,816
  • DP Wirelength: 97.4 mm

Clock tree
  • Clock root buffer: clkbuf_16
  • CTS Hold Buffers Added: 0
  • CTS Buf Count: 117
  • CTS tree: built
  • Num Clock Sinks: 1,117
  • Max Root-Sink Buffers: 3
  • Late-Pin Clk Latency: 0.77 ns
  • Clock slew at reported path FFs: 0.06 ns
  • CTS H-Tree Depth: 3

Run
  • MaxCap Viol Count: 0
  • Tool warnings: 1,038

Status
  • Status: complete, no violations

Final timing
  • Clock Skew: 0.0501 ns
  • Slew headroom: 40.4%
  • Worst-Margin Slew: 0.894 ns
  • Fin. max-slew vios: 0
  • # setup viols final: 0
  • RSZ-0062 raised after global routing: no
  • Final Hold Fails: 0
  • Final WS setup: 0.0575 ns

Pwr
  • Logic pwr share: 7.3%
  • Maximum VDD drop: 0.316 mV
  • Pint: 17,500 uW
  • Psw: 6840 uW
  • Leakage: 0.0251 uW
  • Clock share of power: 49.8%
  • Pwr Density: 374 mW/mm2
  • Switching share of power: 28.1%
  • Seq pwr share: 42.9%

Detailed routing
  • Drt wl/cell: 25.2 um
  • Via density: 5.01
  • Vias: 30.5k
  • Post-Route WL: 153 mm
  • TritonRoute pass-1 iters: 5
  • ANT nets after route: 0
  • DRC violations left: 0
  • Iteration-0 DRC Markers: 1,678

Final layout
  • Synthesis-to-layout area growth: 28.7%
  • Share of layout cells above drive strength 1: 27.6%
  • Filler Cell Count: 14.8k
  • Final std cells w/o fill: 6,086
metal layers:
metal | GRT usage [%] | vias to the layer above | share of wire [%]
met1 | 20.9 | 15019 | 33
met4 | 6.87 | 10 | 2.7
met5 | 0.678 | - | 0.13
met3 | 17.0 | 245 | 17
li1 | - | 13202 | -
met2 | 27.8 | 2022 | 47
through the flow:
stage / total power [uW] / cell area (um2) / hold WS (ns) / util [%] / setup TNS [ns]
after detailed placement: 13600 / 57100 / 1.57 / 34.1 / -377.91
after CTS: 24800 / 65200 / 0.754 / 38.9 / 0
after global placement: 13600 / 57100 / 1.57 / 34.1 / -390.16
after floorplan: 12800 / 51000 / 1.23 / - / -149.85
after global routing: 25800 / 65200 / 0.833 / 38.9 / 0
final: 24400 / 65200 / 0.821 / 38.9 / 0
cell type report:
cell class / count / area [um2] / area share [%]
Inverter: 2 / 12.5 / 0.0192
Clock buffer: 122 / 3050 / 4.68
Sequential cell: 1117 / 33500 / 51.5
Tap cell: 2204 / 2760 / 4.23
Antenna cell: 3 / 7.51 / 0.0115
Clock inverter: 1117 / 4910 / 7.53
Multi-Input combinational cell: 1077 / 16000 / 24.6
Timing Repair Buffer: 444 / 4890 / 7.51
power by group through the flow:
stage	Clock (uW)	Sequential, uW	Combinational [uW]
after global routing	13500	10500	1920
final	12100	10500	1790
after CTS	12500	10500	1810
cell usage in the layout (no fill, tap or decap), types with 4 or more instances in the layout:
master	synthesis	routed
a2111oi_1	6	6
a2111oi_2	20	20
a211o_1	31	31
a221o_1	6	6
a221oi_1	6	6
a22oi_1	32	32
a31oi_1	7	7
buf_12	5	84
buf_4	61	143
bufinv_16	0	17
clkbuf_16	0	122
clkdlybuf4s50_1	0	178
clkinv_2	1	5
clkinv_4	0	9
clkinvlp_2	0	15
conb_1	1	48
dlygate4sd2_1	0	26
edfxtp_1	1117	1117
inv_1	2	1038
inv_4	0	14
inv_6	0	10
mux2_2	62	62
mux2i_1	81	81
mux4_2	506	506
nand3b_1	6	6
nor2_1	66	35
nor2_4	0	31
nor2b_1	32	30
o211a_1	27	27
o21ai_1	4	4
o22ai_1	119	119
final timing paths:
kind | to
max reg2reg | dout1E[2]
min reg2reg | dout2E[0]
max | a0[14]
min | immExtE[2]
flip-flops by register name, summed over array words and instances (netlist names):
name              flops
dout2E               32
dout1E               32
regFile.regArray   1024
regAddr3E             5
immExtE              12
pcE                  12
cell families after synthesis:
logic type / share of synthesized area [%]
buffers and inverters: 3.02
AND/OR/NAND/NOR: 1.17
AND-OR/OR-AND: 4.09
multiplexers: 25.5
other: 0.00740
flip-flops: 66.2
timing repair:
action / in CTS / in global routing
endpoints found under the setup margin: 32 / 4
pin swaps: 0 / 0
buffers inserted: 28 / 1
gates resized: 38 / 3
Power figures rest on the tool's default switching activity, not on a simulated workload.
