--- /design/flow/design.v ---
module MUL#(DATA_WIDTH=32)(
    input logic clk,
    input logic [DATA_WIDTH-1:0] A,
    input logic [DATA_WIDTH-1:0] B,
    input logic [3:0] aluCtrlE,
    output logic [DATA_WIDTH-1:0] OUT,
    input logic isMulE,
    output logic isDone
);
logic [DATA_WIDTH-1:0] BTEMP; 
logic [DATA_WIDTH-1:0] ATEMP; 
int I =31;
int J=0;
logic [DATA_WIDTH-1:0] Q;
logic [DATA_WIDTH-1:0] R;
always_ff @(posedge isMulE)begin
   ATEMP<=A;
   BTEMP<=B;
end
always_ff @(posedge clk)begin
    if(isMulE)begin
        case (aluCtrlE[2:0])
            3'b000:begin
                if(J<31)begin
                    if(BTEMP[J]==1'b1)begin
                        OUT<=OUT+ATEMP;
                    end
                    J<=J+1;
                    ATEMP<=ATEMP<<1;
                    isDone<=0;
                end
                else begin
                    isDone<=1;
                end
            end
            3'b101:
                if(I>=0) begin
                    I<=I-1;
                    R<=R<<1;
                    R[0]<=A[I];
                    if(R>=B)begin
                        R<=R-B;
                        Q[I]<=1'b1;
                    end
                    isDone<=0;
                end
                else begin
                    isDone<=1;
                    OUT<=Q;
                end
            3'b111:
                if(I>=0) begin
                        I<=I-1;
                        R<=R<<1;
                        R[0]<=A[I];
                        if(R>=B)begin
                            R<=R-B;
                            Q[I]<=1'b1;
                        end
                        isDone<=0;
                    end
                    else begin
                        isDone<=1;
                        OUT<=R;
                    end
            default: begin
                if(J<31)begin
                    if(BTEMP[J]==1'b1)begin
                        OUT<=OUT+ATEMP;
                    end
                    J<=J+1;
                    ATEMP<=ATEMP<<1;
                    isDone<=0;
                end
                else begin
                    isDone<=1;
                end
            end
        endcase
    end   
    if(isDone==1)begin
        isDone<=0; 
        Q<=0;
        R<=0;
        BTEMP<=0;
        ATEMP<=0;
        I<=31;
    end
end
endmodule
--- /design/flow/run.sh ---
#!/bin/bash
# OpenROAD 26Q1-2900-gdf79404cd8, Yosys 0.63+post, stock flow scripts
make -C /OpenROAD-flow-scripts/flow DESIGN_CONFIG=/design/flow/config.mk WORK_HOME=/design/flow/orfs finish
--- /design/flow/config.mk ---
export PLATFORM = sky130hd
export DESIGN_NAME = MUL
export DESIGN_NICKNAME = MUL
export VERILOG_FILES = /design/flow/design.v
export SDC_FILE = /design/flow/constraint.sdc
export NUM_CORES = 4
export LEC_CHECK = 1
export CORE_UTILIZATION = 50
--- /design/flow/constraint.sdc ---
current_design MUL

set clk_period 23.1
set clk_io_pct 0.2

create_clock -name clk0 -period $clk_period [get_ports {clk}]
create_clock -name clk1 -period $clk_period [get_ports {isMulE}]

set non_clock_inputs [all_inputs -no_clocks]
set_input_delay [expr $clk_period * $clk_io_pct] -clock clk0 $non_clock_inputs
set_output_delay [expr $clk_period * $clk_io_pct] -clock clk0 [all_outputs]
==> job_summary.md <==
### Flow metrics

| Metric | Value |
|---|---|
| CP max FO | 11 |
| Hold Crit Class | clk -> reg |
| Number of global-route vias before repair | 10100 |
| Tool Warnings | 274 |
| WS Path Type | clk -> reg |
| Die Area | 20600 µm² |
| Yosys cell types | 68 |
| Final Non-Filler Cells | 1553 |
| Failing checks | hold timing |
| Global-route usage over all layers | 29.3% |
| Critical R2R Launch | I[0] |
| Total grt overflow | 0 |
| Clk_skew | 12.9 ps |
| Register area share after synthesis | 38.7% |
| Largest net degree at the start of global routing | 69 |
| Wire length per cell | 17.6 µm |
| YS chip area | 10000 µm² |
| DR DRC count | 0 |
| CORE AREA | 19500 µm² |
| Filler instances | 1425 |
| # diodes | 0 |
| Post-CTS resize count | 0 |
| Slew @ Worst Pin | 758 ps |
| Reg2Reg Depth | 26 |
| Cell area after synthesis | 10000 µm² |
| Worst Setup SP | isMulE |
| Max-Slew Margin vs Limit | 49.2% |
| Area added between synthesis and finish | 37.7% |
| Hold Buf Count CTS | 0 |
| Post-Synthesis Cells | 1103 |
| Via count | 8989 |
| Yosys warning tally | 129 |
| Placed cell count | 1419 |
| I/O pin total | 103 |
| Critical Path End | I[28] |
| Worst hold slack | -4.02 ps |
| Pwr per Cell Area | 90.2 nW/µm² |
| Max cap viols | 0 |
| Setup Fix Bufs, Post-CTS | 0 |
| Crit path required time | 23390 ps |
| Mean Syn Cell Area | 9.06 µm² |
| Clock Pin Slew Worst Setup and Hold Paths | 70 ps |
| Setup-failing EPs final | 0 |
| Top FF cell, synth | dfxtp_1 |
| FP Rows | 51 |
| Routed vias/inst | 5.79 |
| Critical path endpoint category | register |
| Design Power | 1.24 mW |
| CTS tree | done |
| Total Routed Length | 27.3 mm |
| Post-DP HPWL | 16.4 mm |
| Synthesized flop and latch total | 161 |
| Port-buffer cells | 100 |
| Worst hold start | isMulE |
| Initial antenna violation count | 0 |
| Critical Path Start Type | clock port |
| First-pass GRT wire length | 43.8 mm |
| Yosys Instances | 1103 |
| R2r setup slk | 17240 ps |
| Setup_tns | 0 ps |
| Post-route ant nets | 0 |
| Global placer's final weighted congestion | 0.909 |
| Die Height | 143 µm |
| Pre-CTS setup slack | 9850 ps |
| Final setup margin | 9020 ps |
| Maximum VDD drop | 58.4 µV |
| RSZ-0062 raised after global routing | false |
| Die Span X | 143 µm |
| Leakage power | 5.58 nW |
| R2R Path End | I[28] |
| Status | complete, but fails checks |
| Pre-Place Util | 51.2% |
| Post-synth EDFFs | 64 |
| Arrival @ worst endpoint | 14380 ps |
| Final Hold Viols | 1 |
| Synth async-reset ratio | 0% |
| DRT iter0 DRCs | 598 |
| 1st-pass router iterations | 8 |
| Share of cells above drive strength 1 | 15.5% |
| Final Max Slew Viols | 0 |
==> through the flow <==
step / hold WS [ps] / util (%) / area, µm²
2_1_floorplan: 183 / - / 10000
3_3_place_gp: 180 / 57.1 / 11200
3_5_place_dp: 180 / 57.1 / 11200
4_1_cts: -2.03 / 70.5 / 13800
5_1_grt: 38.2 / 70.5 / 13800
6_report: -4.02 / 70.5 / 13800
==> Yosys cell counts, types with 6 or more instances <==
cell,count,area (µm²)
o22ai_2,8,100
nand2b_1,29,181
and3_1,14,87.6
nand4_1,19,119
inv_1,67,251
o21ai_0,34,170
xnor2_1,62,543
mux2i_1,17,170
a21oi_1,45,225
edfxtp_1,64,1920
or2_2,8,50.1
o22ai_1,9,56.3
nand2_1,67,251
nor3_1,43,215
nand4b_1,6,52.6
nor4_1,18,113
a31oi_1,6,37.5
xor2_1,42,368
mux4_2,10,225
clkbuf_1,44,165
o31ai_1,7,52.6
ha_1,36,450
a21o_1,11,82.6
dfxtp_1,97,1940
mux2_2,31,349
or4_1,22,165
nand3_1,29,145
nor2_1,129,484
a211o_1,6,52.6
a211oi_1,25,188
or3_1,15,93.8
==> cell type report <==
cell class	count	area [µm²]	area share, %
multi-input cells	820	5660	41.1
clock inverters	29	268	1.95
well taps	265	332	2.41
inverters	67	251	1.83
repair buffers	106	1050	7.60
clock buffers	105	2340	17.0
flip-flops and latches	161	3870	28.1
==> sequential cells by signal, indices dropped and copies added (netlist names) <==
| signal | cells |
|---|---|
| isDone | 1 |
| J | 32 |
| Q | 32 |
| OUT | 32 |
| I | 32 |
| R | 32 |
==> kinds of logic after synthesis <==
logic type / synth area share (%)
AOI/OAI and AO/OA: 13.1
xor gates and xnor gates: 9.11
adders and majority gates: 4.71
buffers and inverters: 4.78
DFF: 38.7
muxes: 7.45
and+or+nand+nor: 22.2
==> cell usage in the layout, fill, tap and decap left out, types with 11 or more instances in the layout <==
cell type,n
a21oi_1,45
inv_1,67
nor3_1,43
edfxtp_1,64
nand2_1,67
xor2_1,42
clkbuf_16,91
or4_1,22
nand2b_1,29
xnor2_1,62
mux2i_1,17
clkdlybuf4s50_1,100
nor2_1,129
a211oi_1,25
o21ai_0,34
and3_1,14
ha_1,36
or3_1,15
a21o_1,11
nor4_1,18
nand4_1,19
mux2_2,31
dfxtp_1,96
nand3_1,29
==> where the power goes <==
group	switching, mW	internal, mW
Sequential	0.0664	0.357
Clock	0.208	0.274
Combinational	0.187	0.148
Total	0.461	0.780
==> metal layers <==
layer | vias up | routed length (µm) | global-route usage, %
li1 | 4342 | - | -
met1 | 4138 | 11800 | 36.2
met2 | 419 | 11800 | 34.8
met3 | 90 | 2890 | 21.9
met4 | 0 | 819 | 20.8
met5 | - | 0 | 0.501
==> worst min path at each step <==
stage | slack [ps] | depth (start not counted) | end
CTS | -2 | 3 | isDone
finish | -4 | 3 | isDone
global route | 40 | 3 | isDone
==> critical path: stages <==
cell,delay (ps)
clkbuf_16,130
clkbuf_16,140
nand3_1,120
clkbuf_16,160
clkbuf_16,110
nor2_1,50
clkbuf_16,190
clkbuf_16,180
nand2_1,100
clkbuf_16,140
clkbuf_16,120
nor4_1,50
clkbuf_16,190
clkbuf_16,140
nand2b_1,100
clkbuf_16,150
clkbuf_16,120
nor2_1,50
clkbuf_16,160
clkbuf_16,130
nand2_1,70
xor2_1,170
nor2_1,50
Power figures rest on the tool's default switching activity, not on a simulated workload.
